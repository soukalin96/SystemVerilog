File: /design/flow/constraint.sdc
current_design rrarbiter

set clk_period 2.5
set clk_io_pct 0.2

create_clock -name clk0 -period $clk_period [get_ports {clk}]

set non_clock_inputs [all_inputs -no_clocks]
set_input_delay [expr $clk_period * $clk_io_pct] -clock clk0 $non_clock_inputs
set_output_delay [expr $clk_period * $clk_io_pct] -clock clk0 [all_outputs]
File: /design/flow/design.v
module rrarbiter (clk,rstn, req0, req1, req2, req3, gnt0, gnt1,gnt2, gnt3,eot0,eot1,eot2, eot3);
   input            clk, rstn, req0, req1, req2, req3, eot0, eot1, eot2, eot3;
   output              gnt0, gnt1, gnt2, gnt3;
   localparam 
     IDLE = 3'd0,  
     GNT0 = 3'd1,  
     GNT1 = 3'd2,  
     GNT2 = 3'd3,  
     GNT3 = 3'd4;  
   reg [2:0]              arb_state, arb_state_next;  
   reg [3:0]              gnt, gnt_next;              
   reg [3:0]              gnt_hist, gnt_hist_next;    
   assign {gnt3,gnt2,gnt1,gnt0} = gnt;  
   always @(posedge clk or negedge rstn)
     begin
        if(!rstn)
          begin
             arb_state <= IDLE;     
             gnt <= 'd0;            
             gnt_hist <= 4'b1000;   
          end
        else
          begin
             arb_state <= arb_state_next;  
             gnt <= gnt_next;
             gnt_hist <= gnt_hist_next;
          end
     end
   always @(*)
     begin
        arb_state_next = arb_state;
        gnt_next = gnt;
        gnt_hist_next = gnt_hist;
        case(arb_state)
          IDLE: begin
             case (1'b1)
               gnt_hist_next[3]: begin         
                  if(req0) begin
                     arb_state_next = GNT0;
                     gnt_next = 4'b0010;  
                  end
                  else if (req1) begin
                     arb_state_next = GNT1;
                     gnt_next = 4'b0010;
                  end
                  else if (req2) begin
                     arb_state_next = GNT2;
                     gnt_next = 4'b0100;
                  end
                  else if (req3) begin
                     arb_state_next = GNT3;
                     gnt_next = 4'b1000;
                  end
               end
               gnt_hist_next[0]: begin         
                  if(req1) begin
                     arb_state_next = GNT1;
                     gnt_next = 4'b0010;
                  end
                  else if (req2) begin
                     arb_state_next = GNT2;
                     gnt_next = 4'b0100;
                  end
                  else if (req3) begin
                     arb_state_next = GNT3;
                     gnt_next = 4'b1000;
                  end
                  else if (req0) begin
                     arb_state_next = GNT0;
                     gnt_next = 4'b0001;
                  end
               end
               gnt_hist_next[1]: begin         
                  if (req2) begin
                     arb_state_next = GNT2;
                     gnt_next = 4'b0100;
                  end
                  else if (req3) begin
                     arb_state_next = GNT3;
                     gnt_next = 4'b1000;
                  end
                  else if (req0) begin
                     arb_state_next = GNT0;
                     gnt_next = 4'b0001;
                  end
                  else if (req1) begin
                     arb_state_next = GNT1;
                     gnt_next = 4'b0010;
                  end
               end
               gnt_hist_next[2]: begin         
                  if (req3) begin
                     arb_state_next = GNT3;
                     gnt_next = 4'b1000;
                  end
                  else if (req0) begin
                     arb_state_next = GNT0;
                     gnt_next = 4'b0001;
                  end
                  else if (req1) begin
                     arb_state_next = GNT1;
                     gnt_next = 4'b0010;
                  end
                  else if (req2) begin
                     arb_state_next = GNT2;
                     gnt_next = 4'b0100;
                  end
               end
               default: begin
               end
             endcase
          end
          GNT0: begin
             if(eot0) begin
                arb_state_next = IDLE;  
                gnt_next = 'd0;
                gnt_hist_next = 4'b0001;
             end
          end
          GNT1: begin
             if(eot1) begin
                arb_state_next = IDLE;
                gnt_next = 'd0;
                gnt_hist_next = 4'b0010;
             end
          end
          GNT2: begin
             if(eot2) begin
                arb_state_next = IDLE;
                gnt_next = 'd0;
                gnt_hist_next = 4'b0100;
             end
          end
          GNT3: begin
             if(eot3) begin
                arb_state_next = IDLE;
                gnt_next = 'd0;
                gnt_hist_next = 4'b1000;
             end
          end
          default: begin
          end
        endcase
     end
endmodule
File: /design/flow/run.sh
#!/bin/bash
# OpenROAD 26Q1-2900-gdf79404cd8, Yosys 0.63+post, stock flow scripts
make -C /OpenROAD-flow-scripts/flow DESIGN_CONFIG=/design/flow/config.mk WORK_HOME=/design/flow/orfs finish
File: /design/flow/config.mk
export PLATFORM = sky130hd
export DESIGN_NAME = rrarbiter
export DESIGN_NICKNAME = rrarbiter
export VERILOG_FILES = /design/flow/design.v
export SDC_FILE = /design/flow/constraint.sdc
export NUM_CORES = 4
export LEC_CHECK = 1
export CORE_AREA = 10 10 85 85
export DIE_AREA = 0 0 95 95
==> results.sh <==
# implementation run metrics
export IMPL_postSynth_asyncResetShare=1.00
export IMPL_cp_top_family="buffers and inverters"
export IMPL_ys_warn_count=1
export IMPL_vdd_drop_max_mv=0.247
export IMPL_cp_required_ns=2.62
export IMPL_diodes=0
export IMPL_grt_max_degree=17
export IMPL_hpwl_um=1730
export IMPL_cts_sinks=13
export IMPL_rsz0062_at_grt="false"
export IMPL_path_buffers=1
export IMPL_cts_repair_resized=0
export IMPL_path_cells="clkdlybuf4s50_1, or3_4, o32ai_4, a211oi_2, mux2_1"
export IMPL_worst_slew_pin_slew_ns=0.578
export IMPL_cts_buffers=3
export IMPL_dpl_cell_area_um2=1060
export IMPL_syn_area_per_cell_um2=9.66
export IMPL_postCtsSetupBuffers=0
export IMPL_synth_chip_area_um2=860
export IMPL_crit_slowest_cell="clkdlybuf4s50_1"
export IMPL_hp_class="flop to flop"
export IMPL_place_port_buffers=13
export IMPL_startpoint_type="input pin"
export IMPL_clkLatencyLatePin_ns=0.24
export IMPL_fin_skew_ns=0.00328
export IMPL_ctsHoldBuffers=0
export IMPL_first_pass_iters=4
export IMPL_final_layout_top_logic_cell="clkdlybuf4s50_1"
export IMPL_max_stage_delay_ns=0.52
export IMPL_drtAntennaViolNets=0
export IMPL_min_period_ns=2.01
export IMPL_grt_pass1_wl_um=3810
export IMPL_ys_ff=13
export IMPL_globalplace_congestion=0.870
export IMPL_slew_headroom=0.613
export IMPL_wl_um=2220
export IMPL_slew_violations=0
export IMPL_fin_setup_tns_ns=0
export IMPL_worstSetupPathType="input pin to flop"
export IMPL_design_area_um2=1110
export IMPL_drt_initial_drc_count=35
export IMPL_wl_met3_um=211
export IMPL_finalClockPeriodUsage=0.802
export IMPL_outcome="finished, final reports clean"
export IMPL_cp_arrival_ns=2.13
export IMPL_wl_met1_um=1110
export IMPL_wl_per_cell_um=12.6
export IMPL_avgViaCountPerCell=4.30
export IMPL_clk_transition_reported_paths_ns=0.05
export IMPL_warnings=25
export IMPL_syn_instance_count=89
export IMPL_antenna_found_initial=0
export IMPL_drc=0
export IMPL_hold_viol_final=0
export IMPL_critPathMaxFanout=7
export IMPL_setup_viol=0
export IMPL_edf_count=0
export IMPL_wl_met2_um=866
export IMPL_htreeDepth=1
export IMPL_cts_root_buf="clkbuf_8"
export IMPL_synthDistinctLibCells=40
export IMPL_grt_pass1_vias=749
export IMPL_overflow=0
export IMPL_die_h_um=95
export IMPL_top_layer_used="met4"
export IMPL_cts_max_path_buffers=2
export IMPL_cellPowerDensity_nw_per_um2=986
export IMPL_total_leakage_power_nw=0.413
export IMPL_ys_flop_type="dfrtp_1"
export IMPL_fp_util=0.157
export IMPL_ys_seq_frac=0.381
export IMPL_maxCapViolations=0
export IMPL_chipArea_um2=9030
export IMPL_cts_tree="done"
export IMPL_fmax_mhz=499
export IMPL_lay_top_cells="13 x clkdlybuf4s50_1, 11 x dfrtp_1, 8 x nand2_1, 7 x inv_1"
export IMPL_final_util=0.202
export IMPL_end_kind="flop"
export IMPL_yosysCellCount=89
export IMPL_core_um2=5470
export IMPL_vias=757
export IMPL_die_w_um=95
export IMPL_drive_above_1_share=0.144
export IMPL_io_pins=14
export IMPL_track_usage=0.0520
export IMPL_area_delta_synth_final_pct=28.8
export IMPL_row_count=27
export IMPL_syn_cell_area_um2=860
[where the power goes]
part | internal, W | switching [W]
Sequential | 0.000287 | 0.000118
Clock | 0.000112 | 0.0000737
Combinational | 0.000266 | 0.000235
Total | 0.000665 | 0.000427
[state kept, by name, summed over array words and instances, names as in the netlist]
register / flops
gnt_hist: 4
gnt: 4
arb_state: 5
[cells by family (layout without fill, tap and decap cells)]
kind of cell / Yosys count / after routing / share of synthesized area
DFF: 13 / 13 / 0.381
and+or+nand+nor: 33 / 33 / 0.217
AOI/OAI and AO/OA: 27 / 27 / 0.269
muxes: 5 / 5 / 0.0640
buffers and inverters: 11 / 26 / 0.0684
[metal layers]
metal,global-route usage,vias up
li1,-,362
met1,0.0760,362
met2,0.0692,29
met3,0.0232,4
met4,0.00873,0
met5,0,-
[metrics by stage]
step | setup slack [ns] | instances | hold WS, ns | total power [W]
floorplan | 0.796 | 89 | 0.204 | 0.000770
global placement | 0.296 | 172 | 0.497 | 0.000907
detailed placement | 0.244 | 172 | 0.494 | 0.000904
CTS | 0.495 | 176 | 0.511 | 0.00110
global route | 0.418 | 176 | 0.523 | 0.00119
finish | 0.494 | 176 | 0.499 | 0.00109
[worst register-to-register path: stages (launching register included)]
cell and delay (ns):
dfstp_2 0.71, o32ai_4 0.16, a211oi_2 0.36, mux2_1 0.36
[final cells by class]
cell class,count,area [um2]
well taps,72,90.1
repair buffers,15,145
clock buffers,4,45.0
flip-flops and latches,13,328
inverters,7,26.3
multi-input cells,65,473
fillers,607,4370
[Yosys cell counts (2+ instances only)]
cell | count | area (um2)
a21oi_1 | 3 | 15.0
a22oi_1 | 3 | 22.5
buf_6 | 2 | 22.5
dfrtp_1 | 11 | 275
dfstp_2 | 2 | 52.6
inv_1 | 7 | 26.3
mux2_1 | 4 | 45.0
nand2_1 | 8 | 30.0
nand2b_1 | 2 | 12.5
nand3_1 | 2 | 10.0
nor2_1 | 4 | 15.0
nor2b_1 | 2 | 12.5
nor3_1 | 4 | 20.0
o21ai_0 | 2 | 10.0
o22ai_1 | 4 | 25.0
o31ai_1 | 3 | 22.5
or2_1 | 2 | 12.5
or3b_1 | 2 | 17.5
[worst paths after layout]
check	endpoint	startpoint	cells after the start	slack (ns)
hold reg to reg	gnt[0]	gnt[0]	1	0.50
setup / recovery	gnt[3]	req2	5	0.49
max in group asynchronous	gnt[2]	rstn	1	1.49
min in group asynchronous	arb_state[2]	rstn	1	0.63
hold / removal	gnt[0]	gnt[0]	1	0.50
setup reg to reg	gnt[3]	gnt_hist[3]	3	0.79
No activity file was given, so power comes from the tool's default toggle rates.
